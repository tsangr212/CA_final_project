==> design/flow/design.v <==
module CHIP(clk,
            rst_n,
            mem_wen_D,
            mem_addr_D,
            mem_wdata_D,
            mem_rdata_D,
            mem_addr_I,
            mem_rdata_I);
input         clk, rst_n ;
output        mem_wen_D  ;   
output [31:0] mem_addr_D ;   
output [31:0] mem_wdata_D;   
input  [31:0] mem_rdata_D;   
output [31:0] mem_addr_I ;   
input  [31:0] mem_rdata_I;   
reg    [31:0] PC          ;               
reg    [31:0] PC_nxt      ;               
wire          regWrite    ;               
wire   [ 4:0] rs1, rs2, rd;               
wire   [31:0] rs1_data    ;               
wire   [31:0] rs2_data    ;               
wire   [31:0] rd_data     ;               
reg_file reg0(                            
             .clk(clk),                            
             .rst_n(rst_n),                        
             .wen(regWrite),                       
             .a1(rs1),                             
             .a2(rs2),                             
             .aw(rd),                              
             .d(rd_data),                          
             .q1(rs1_data),                        
             .q2(rs2_data));                       
wire branch;
wire jal;
wire jalr;
wire is_AUIPC;
wire [3:0] ALU_control;
wire ALU_src;
wire [31:0] imm;
Control Control0(
            .mem_rdata_I(mem_rdata_I),
            .branch(branch),
            .jal(jal),
            .jalr(jalr),
            .mem_wen_D(mem_wen_D),
            .mem_to_reg(mem_to_reg),
            .ALU_control(ALU_control),
            .ALU_src(ALU_src),
            .regWrite(regWrite),
            .imm(imm),
            .is_AUIPC(is_AUIPC));
wire [31:0] ALU_data1;
wire [31:0] ALU_data2;
wire [31:0] ALU_result;
wire ALU_zero;
ALU ALU0(.data1(ALU_data1),
         .data2(ALU_data2),
         .ALU_control(ALU_control),               
         .ALU_result(ALU_result),
         .ALU_zero(ALU_zero));
wire mulready;
wire [63:0] mul_result;
reg mulmode;
wire PC_pause;
reg [1:0] mode ;
assign PC_pause = (mulmode & !mulready)? 1'd1 : 1'd0;
always @(*)
begin
    if(ALU_control == 4'b0100)  
    begin
        mulmode = 1;
        mode = 2'd0;
    end
    else if(ALU_control == 4'b1100)  
    begin
        mulmode = 1;
        mode = 2'd1;
    end
    else
    begin
        mulmode = 0;
        mode = 2'd0;
    end
end
mulDiv mulDiv0(.clk(clk),
               .rst_n(rst_n),
               .valid(mulmode),
               .ready(mulready),
               .mode(mode),
               .in_A(rs1_data),
               .in_B(rs2_data),
               .out(mul_result));
wire [31:0] sum_addr;
wire [31:0]base_addr;
assign base_addr = (jalr)? rs1_data : PC;
PC_IMM_ADDER PC_IMM_ADDER0(.PC_addr(base_addr),
                           .imm(imm),
                           .sum_addr(sum_addr));
always @(*)
begin
    PC_nxt = (PC_pause)? PC :
           ((branch & ALU_zero) | jal | jalr)? sum_addr : PC + 4;
end
assign mem_addr_I = PC;
assign mem_wdata_D = rs2_data;
assign mem_addr_D = ALU_result;
assign rs1 = mem_rdata_I[19:15];
assign rs2 = mem_rdata_I[24:20];
assign rd  = mem_rdata_I[11:7];
assign rd_data = (rd == 5'd0)? 32'd0 :
       (mem_to_reg)? mem_rdata_D :
       (is_AUIPC)? sum_addr :
       (jal | jalr)? PC+4 :
       (mulmode)? mul_result[31:0] : ALU_result;
assign ALU_data1 = (is_AUIPC | jal | jalr)? PC : rs1_data;
assign ALU_data2 = (ALU_src)? imm : rs2_data;
always @(posedge clk or negedge rst_n)
begin
    if (!rst_n)
    begin
        PC <= 32'h00010000;  
    end
    else
    begin
        PC <= PC_nxt;
    end
end
endmodule
    module reg_file(clk, rst_n, wen, a1, a2, aw, d, q1, q2);
parameter BITS = 32;
parameter word_depth = 32;
parameter addr_width = 5;  
input clk, rst_n, wen;  
input [BITS-1:0] d;
input [addr_width-1:0] a1, a2, aw;
output [BITS-1:0] q1, q2;
reg [BITS-1:0] mem [0:word_depth-1];
reg [BITS-1:0] mem_nxt [0:word_depth-1];
integer i;
assign q1 = mem[a1];
assign q2 = mem[a2];
always @(*)
begin
    for (i=0; i<word_depth; i=i+1)
        mem_nxt[i] = (wen && (aw == i)) ? d : mem[i];
end
always @(posedge clk or negedge rst_n)
begin
    if (!rst_n)
    begin
        mem[0] <= 0;
        for (i=1; i<word_depth; i=i+1)
        begin
            case(i)
                32'd2:
                    mem[i] <= 32'hbffffff0;
                32'd3:
                    mem[i] <= 32'h10008000;
                default:
                    mem[i] <= 32'h0;
            endcase
        end
    end
    else
    begin
        mem[0] <= 0;
        for (i=1; i<word_depth; i=i+1)
            mem[i] <= mem_nxt[i];
    end
end
endmodule
    module Control(
        mem_rdata_I,
        branch,
        jal,
        jalr,
        mem_wen_D,
        mem_to_reg,
        ALU_control,
        ALU_src,
        regWrite,
        imm,
        is_AUIPC);
input  [31:0]   mem_rdata_I;
output          branch; 
output          jal;
output          jalr;
output          mem_wen_D; 
output          mem_to_reg; 
output [3:0]    ALU_control; 
output          ALU_src; 
output          regWrite; 
output [31:0]   imm; 
output          is_AUIPC;
wire [6:0] opcode;
wire [2:0] funct3;
wire [6:0] funct7;
wire [31:0] i_imm;
wire [31:0] s_imm;
wire [31:0] b_imm;
wire [31:0] u_imm;
wire [31:0] j_imm;
wire [31:0] shift_imm;
assign opcode = mem_rdata_I[6:0];
assign funct3 = mem_rdata_I[14:12];
assign funct7 = mem_rdata_I[31:25];
assign branch = (opcode == 7'b1100011) ? 1'b1:1'b0;
assign i_imm = {{20{mem_rdata_I[31]}}, mem_rdata_I[31:20]};
assign s_imm = {{20{mem_rdata_I[31]}}, mem_rdata_I[31:25], mem_rdata_I[11:7]};
assign b_imm = {{20{mem_rdata_I[31]}}, mem_rdata_I[7], mem_rdata_I[30:25], mem_rdata_I[11:8], 1'b0};
assign u_imm = {mem_rdata_I[31:12], 12'b0};
assign j_imm = {{12{mem_rdata_I[31]}}, mem_rdata_I[19:12], mem_rdata_I[20], mem_rdata_I[30:21], 1'b0};
assign shift_imm = {27'b0, mem_rdata_I[24:20]};
localparam [6:0] R_type = 7'b0110011,
           I_type = 7'b0010011,
           AUIPC  = 7'b0010111,
           LOAD   = 7'b0000011,
           STORE  = 7'b0100011,
           BRANCH = 7'b1100011,
           JAL    = 7'b1101111,
           JALR   = 7'b1100111;
assign mem_wen_D   = (opcode == STORE);
assign mem_to_reg  = (opcode == LOAD);
assign ALU_control = (opcode == AUIPC) ? 4'b0000:  
       (opcode == LOAD)  ? 4'b0000:  
       (opcode == STORE) ? 4'b0000:  
       (opcode == JAL)   ? 4'b0010:  
       (opcode == JALR)  ? 4'b0010:  
       (opcode == BRANCH & funct3 == 3'b000) ? 4'b0111:  
       (opcode == BRANCH & funct3 == 3'b101) ? 4'b1000:  
       (opcode == R_type & funct3 == 3'b000 & funct7 == 7'b0000000) ? 4'b0000:  
       (opcode == R_type & funct3 == 3'b000 & funct7 == 7'b0000001) ? 4'b0100:  
       (opcode == R_type & funct3 == 3'b100 & funct7 == 7'b0000001) ? 4'b1100:  
       (opcode == R_type & funct3 == 3'b000 & funct7 == 7'b0100000) ? 4'b0001:  
       (opcode == R_type & funct3 == 3'b100 & funct7 == 7'b0000000) ? 4'b0011:  
       (opcode == I_type & funct3 == 3'b000) ? 4'b0000:  
       (opcode == I_type & funct3 == 3'b010) ? 4'b1001:  
       (opcode == I_type & funct3 == 3'b001 & funct7 == 7'b0000000) ? 4'b0110:  
       (opcode == I_type & funct3 == 3'b101 & funct7 == 7'b0100000) ? 4'b0101:  
       (opcode == I_type & funct3 == 3'b101 & funct7 == 7'b0000000) ? 4'b1101:  
       4'b0000;
assign ALU_src  = (opcode == AUIPC)  ? 1'b1:
       (opcode == LOAD)   ? 1'b1:
       (opcode == STORE)  ? 1'b1:
       (opcode == JAL)    ? 1'b1:
       (opcode == JALR)   ? 1'b1:
       (opcode == BRANCH) ? 1'b0:
       (opcode == R_type) ? 1'b0:
       (opcode == I_type) ? 1'b1:
       1'b0;
assign regWrite = (opcode == AUIPC)  ? 1'b1:
       (opcode == LOAD)   ? 1'b1:
       (opcode == STORE)  ? 1'b0:
       (opcode == JAL)    ? 1'b1:
       (opcode == JALR)   ? 1'b1:
       (opcode == BRANCH) ? 1'b0:
       (opcode == R_type) ? 1'b1:
       (opcode == I_type) ? 1'b1:
       1'b0;
assign imm = (opcode == I_type & funct3 == 3'b101 & funct7 == 7'b0100000) ? shift_imm:
       (opcode == I_type & funct3 == 3'b101 & funct7 == 7'b0000000) ? shift_imm:
       (opcode == AUIPC)  ? u_imm:
       (opcode == LOAD)   ? i_imm:
       (opcode == STORE)  ? s_imm:
       (opcode == JAL)    ? j_imm:
       (opcode == JALR)   ? i_imm:
       (opcode == BRANCH) ? b_imm:
       (opcode == I_type) ? i_imm:
       32'b0;
assign jal     = (opcode == JAL)  ;
assign jalr    = (opcode == JALR) ;
assign is_AUIPC = (opcode == AUIPC);
endmodule
    module ALU(
        input [31:0] data1,
        input [31:0] data2,
        input [3:0] ALU_control,         
        output [31:0] ALU_result,
        output ALU_zero
    );
localparam[3:0] ALU_ADD  = 4'b0000,
          ALU_SUB  = 4'b0001,
          ALU_JUMP = 4'b0010,
          ALU_XOR  = 4'b0011,
          ALU_SRLI = 4'b1101,
          ALU_SRAI = 4'b0101,
          ALU_SLLI = 4'b0110,
          ALU_BEQ  = 4'b0111,
          ALU_BGE  = 4'b1000,
          ALU_SLTI = 4'b1001;
assign ALU_result = (ALU_control==ALU_ADD) ? data1 + data2 :
       (ALU_control==ALU_SUB) ? data1 - data2 :
       (ALU_control==ALU_JUMP)? data1 + 4 :    
       (ALU_control==ALU_XOR)? data1^data2 :
       (ALU_control==ALU_SRLI)? data1 >>> data2 :
       (ALU_control==ALU_SRAI)? data1 >> data2 :
       (ALU_control==ALU_SLLI)? data1 <<< data2 :
       (ALU_control==ALU_SLTI)? ($signed(data1) < $signed(data2)? 1:0) :
       32'd0;
assign ALU_zero =   (ALU_control==ALU_BEQ)? (data1==data2) :
                    (ALU_control==ALU_BGE)? ($signed(data1) >= $signed(data2)):1'd0;
endmodule
    module PC_IMM_ADDER(
        input [31:0] PC_addr,
        input [31:0] imm,
        output [31:0] sum_addr
    );
assign sum_addr = PC_addr + imm;
endmodule
    module mulDiv(
        clk,
        rst_n,
        valid,
        ready,
        mode,
        in_A,
        in_B,
        out
    );
input         clk, rst_n;
input         valid;
input  [1:0]  mode;  
output        ready;
input  [31:0] in_A, in_B;
output [63:0] out;
parameter IDLE = 3'd0;
parameter MUL  = 3'd1;
parameter DIV  = 3'd2;
parameter AND = 3'd3;
parameter AVG = 3'd4;
parameter OUT  = 3'd5;
integer  i;
reg  [ 2:0] state, state_nxt;
reg  [ 4:0] counter, counter_nxt;
reg  [63:0] shreg, shreg_nxt;
reg  [31:0] alu_in, alu_in_nxt;
reg  [32:0] alu_out;
assign ready = (state==OUT)? 1 : 0;
assign out = (state==OUT)? shreg : 0;
always @(*)
begin
    case(state)
        IDLE:
        begin
            if(valid == 0)
                state_nxt = IDLE;
            else if(mode == 0)
                state_nxt = MUL;
            else if(mode == 1)
                state_nxt = DIV;
            else if(mode == 2)
                state_nxt = AND;
            else
                state_nxt = AVG;
        end
        MUL :
        begin
            state_nxt = (counter==31)? OUT : MUL;
        end
        DIV :
        begin
            state_nxt = (counter==31)? OUT : DIV;
        end
        AND :
        begin
            state_nxt = OUT;
        end
        AVG :
        begin
            state_nxt = OUT;
        end
        OUT :
            state_nxt = IDLE;
        default :
            state_nxt = IDLE;
    endcase
end
always @(*)
begin
    counter_nxt = (state==MUL || state == DIV)? (counter+1) : counter;
end
always @(*)
begin
    case(state)
        IDLE:
        begin
            if (valid)
                alu_in_nxt = in_B;
            else
                alu_in_nxt = 0;
        end
        OUT :
            alu_in_nxt = 0;
        default:
            alu_in_nxt = alu_in;
    endcase
end
always @(*)
begin
    case(state)
        IDLE:
            alu_out = 0;
        MUL:
            alu_out = {1'b0, alu_in} + {1'b0, shreg[63:32]};
        DIV:
            alu_out = {1'b0, shreg[62:31]} - {1'b0, alu_in};
        AND:
        begin
            for(i=0;i<32;i=i+1)
            begin
                alu_out[i] = shreg[i]&alu_in[i];
            end
            alu_out[32] = 1'b0;
        end
        AVG:
        begin
            alu_out = {1'b0, shreg[31:0]} + {1'b0, alu_in[31:0]};
        end
        default:
            alu_out = {33{1'b1}};
    endcase
end
always @(*)
begin
    case(state)
        IDLE:
        begin
            if(valid)
                shreg_nxt = {{32{1'b0}}, in_A};
            else
                shreg_nxt = 0;
        end
        MUL:
        begin
            if(shreg[0]==1)
            begin
                shreg_nxt = {alu_out, shreg[31:1]};
            end
            else
            begin
                shreg_nxt = {1'b0, shreg[63:1]};
            end
        end
        DIV:
        begin
            if(shreg[62:31] > alu_in)
            begin
                shreg_nxt = {alu_out[31:0], shreg[30:0], 1'b1};
            end
            else
            begin
                shreg_nxt = ({shreg[62:0], 1'b0});
            end
        end
        AND:
        begin
            shreg_nxt = {{32{1'b0}}, alu_out};
        end
        AVG:
        begin
            shreg_nxt = {{32{1'b0}}, alu_out[32:1]};
        end
        default:
            shreg_nxt = shreg;
    endcase
end
always @(posedge clk or negedge rst_n)
begin
    if (!rst_n)
    begin
        state <= IDLE;
        counter <= 0;
        shreg <= 0;
        alu_in <= 0;
    end
    else
    begin
        state <= state_nxt;
        counter <= counter_nxt;
        shreg <= shreg_nxt;
        alu_in <= alu_in_nxt;
    end
end
endmodule
==> design/flow/run.sh <==
#!/bin/bash
# OpenROAD 26Q1-2900-gdf79404cd8, Yosys 0.63+post, stock flow scripts
make -C /OpenROAD-flow-scripts/flow DESIGN_CONFIG=/design/flow/config.mk WORK_HOME=/design/flow/orfs finish
==> design/flow/config.mk <==
export PLATFORM = sky130hd
export DESIGN_NAME = CHIP
export DESIGN_NICKNAME = CHIP
export VERILOG_FILES = /design/flow/design.v
export SDC_FILE = /design/flow/constraint.sdc
export NUM_CORES = 4
export LEC_CHECK = 1
export CORE_UTILIZATION = 40
==> design/flow/constraint.sdc <==
current_design CHIP

set clk_period 32.2
set clk_io_pct 0.2

create_clock -name clk0 -period $clk_period [get_ports {clk}]

set non_clock_inputs [all_inputs -no_clocks]
set_input_delay [expr $clk_period * $clk_io_pct] -clock clk0 $non_clock_inputs
set_output_delay [expr $clk_period * $clk_io_pct] -clock clk0 [all_outputs]
==> run summary <==
Purpose: to document the outcome of synthesis and place and route.

Status
The flow ran to the end, and the final reports show no timing, DRC or antenna violations.

Job
The count of warning messages emitted by the tools is about 82. The number of maximum-capacitance violations recorded for the run is 0.

Power and ir drop
The cell leakage power is 39.1 nW. The largest voltage drop on the vdd net is between 0.04 and 0.05 mV. Power spread over the standard cell area amounts to 45.7 nW/um^2.

Global routing
The number of global-route vias before repair is around 81000. The global-route usage over all layers is 0.561. The number of antenna violations at the first check in global routing is around 70. Entering global routing, the biggest net connects 124 pins. The first global-routing pass estimated just over 700000 um of wire.

The overflow left after global routing is 0.

Drt
The count of nets left with antenna violations after detail routing is 0. The wire length per cell is 44.9 um. The number of iterations in the first detailed-routing pass is 10. The routed layout reports a DRC error count of 0. The average vias per placed instance is ~7.3. For this block, the via count after detailed routing is between 80000 and 90000.

The final wirelength is 533000 um. The violation count after the first detailed-route iteration is around 12000.

Cells and area
The top cell type in the final layout, fill and taps aside, is sky130_fd_sc_hd__dfrtp_1. For the completed layout, the total cell area is recorded as 87300 um^2. The non-filler instance count after layout is 11900. From synthesis to final layout, the design area changed by 13.8%.

In the final layout, the share of cells above drive strength 1 is 0.129. The top cell types in the final layout, fill and taps aside, are sky130_fd_sc_hd__dfrtp_1 (1095), sky130_fd_sc_hd__nand2_1 (806), sky130_fd_sc_hd__nor2_1 (719), sky130_fd_sc_hd__o21ai_0 (709), sky130_fd_sc_hd__nand3_1 (621). In the final layout, the fill cell count is 18000.

The utilization after layout is 0.458.

Place
Including well taps, the total number of placed cells is between 10000 and 15000. The placed instances occupy a cell area of 82500 um^2. Routability-driven placement finished with a final weighted congestion of 1.12.

The port buffer count is 162. According to the dpl log, the detail-placed design has an HPWL of 371000 um.

Synthesis
The post-synthesis register bit count is approximately 1100. Counting the warning lines in the Yosys log gives 6. The average footprint of a synthesized cell is 8.24 um^2. The register area share after synthesis is 0.369. After synthesis, the netlist uses 113 different library cells. The chip area in the Yosys report is 76700 um^2. The post-synthesis instance area is 76700 um^2. The yosys stat cell total is 9312. The post-synth count of flops with an enable pin is 0. The most common flop cell mapped by yosys is sky130_fd_sc_hd__dfrtp_1. Counting flops with an async set or reset pin after synthesis yields a share of 1.00. The number of instances in the synthesized netlist is 9312.

Clocking
The setup fix buffers added after clock tree synthesis is 0. Hold repair after CTS inserted 0 buffers. The post-CTS clock slew at the launch and capture registers of the worst setup and hold paths is 0.06 ns. The CTS log lists the clock sinks for this run as 1129.

In this run the clock root is driven by a sky130_fd_sc_hd__clkbuf_16. The clock H-tree reported by CTS has 4 levels. TritonCTS built the clock tree.

The total clock buffers created by CTS is 134. The post-cts resize count is 0. Looking at the clock tree report, the maximum root-to-sink buffer count equals 3. Per the skew report, the later register of the worst-skew pair sees a clock latency of roughly 0.85 ns.

Final timing
The final timing summary puts the cycle share of the worst path at 0.700. The final hold violation count is 0. At the pin with the least slew margin, the transition time is 1.41 ns. The headroom to the max-slew limit is 0.0528. The setup clock skew after layout is 0.0408 ns. The flow reports an fmax of 44.4 MHz. The shortest clock period the worst path allows after layout is 22.55 ns.

The final setup violation count is 0. Setup repair after global routing left no endpoint under its margin. The final max-slew violation count is 0. The final sum of negative setup slack is 0 ns.

Critical path
STA classifies the critical path startpoint as an input pin. The cell family contributing the most delay on the critical path is AND-OR/OR-AND gates. The highest fanout seen on the critical path is 36. The buffers plus inverters on the worst setup path is 9. The master of the slowest instance on the critical path is sky130_fd_sc_hd__a311oi_1. The kind of capture point of the worst setup path is an output pin. The required time reported for the critical path endpoint is 25.76 ns. The delay of the slowest cell on the worst path is a little over 0.9 ns.

The worst setup path is of the input pin to output pin kind. The cell occurring most often along the worst timing path is sky130_fd_sc_hd__buf_4. The worst path arrival time is 16.11 ns.

Floorplan
The total number of placement rows is 160. The full die area is roughly 190000 um^2. Per the OpenROAD floorplan log, the area of the core is 190000 um^2. The initial core utilization is 0.403.

The die width is 440 um. The boundary pin count is 163. The die height is between 400 and 500 um.

Worst hold path
The type of the tightest min-delay check is register to register.
layer usage:
metal	part of all wire	global-route usage	vias up
met1	0.34	0.650	42400
met5	0.0056	0.115	-
met3	0.16	0.334	2406
met4	0.10	0.451	75
met2	0.39	0.732	7535
li1	-	-	34600
final cells by class:
type | instances | area [um^2] | area share
Clock buffer | 189 | 3810 | 0.0437
Antenna cell | 75 | 188 | 0.00215
Multi-Input combinational cell | 7104 | 45100 | 0.516
Timing Repair Buffer | 651 | 5400 | 0.0618
Inverter | 167 | 627 | 0.00718
Clock inverter | 54 | 761 | 0.00872
Tap cell | 2511 | 3140 | 0.0360
Sequential cell | 1129 | 28300 | 0.324
where the power goes:
| group | switching, W | internal, W | leakage [nW] |
|---|---|---|---|
| clock network | 0.000694 | 0.000926 | 2.22 |
| logic | 0.000593 | 0.000219 | 21.4 |
| registers | 0.0000831 | 0.00147 | 15.5 |
cell usage after synthesis (all sizes together) (155+ instances only):
library cell	n	area share
a2111oi	163	0.019
a21oi	612	0.040
a22oi	283	0.028
a31oi	189	0.016
and3	616	0.050
buf	176	0.012
clkbuf	736	0.036
dfrtp	1098	0.36
ha	162	0.026
inv	165	0.0081
mux2i	155	0.020
nand2	830	0.041
nand3	624	0.041
nand4	199	0.016
nor2	784	0.038
o21ai	744	0.049
logic make-up (layout without fill, tap and decap cells):
| family | Yosys count | after routing | synth area share |
|---|---|---|---|
| flip-flops | 1129 | 1129 | 0.369 |
| adder cells (fa/ha/maj) | 167 | 167 | 0.0277 |
| AND-OR/OR-AND | 2832 | 2832 | 0.246 |
| buffers and inverters | 1079 | 1061 | 0.0567 |
| multiplexers | 315 | 315 | 0.0471 |
| XOR/XNOR | 129 | 129 | 0.0147 |
| other | 0 | 75 | 0 |
| AND/OR/NAND/NOR | 3661 | 3661 | 0.239 |
registers in the layout, indices dropped and copies added (netlist names):
signal,cells
mulDiv0.state,4
mulDiv0.alu_in,32
mulDiv0.counter,5
PC,32
mulDiv0.shreg,64
reg0.mem,992
per-stage QoR:
stage	setup WS (ns)	hold slack, ns	power [W]
floorplan	13.57	0.434	0.00188
global placement	10.11	0.462	0.00234
detailed placement	10.10	0.468	0.00234
CTS	10.07	0.492	0.00393
global route	9.72	0.505	0.00404
finish	9.65	0.481	0.00399
final timing paths:
kind / from / cells past startpoint / slack [ns] / to
min in group asynchronous: rst_n / 1 / 5.45 / mulDiv0.alu_in[5]
hold / removal: mulDiv0.counter[3] / 1 / 0.48 / mulDiv0.counter[3]
setup / recovery: mem_rdata_I[24] / 29 / 9.65 / mem_addr_D[31]
max in group asynchronous: rst_n / 6 / 22.79 / reg0.mem[5][21]
setup reg to reg: reg0.mem[28][5] / 21 / 23.92 / reg0.mem[16][29]
hold reg to reg: mulDiv0.counter[3] / 1 / 0.48 / mulDiv0.counter[3]
Power figures rest on the tool's default switching activity, not on a simulated workload.
